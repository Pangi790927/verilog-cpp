File: design/flow/design.v
`timescale 1ns / 1ps
module hex_display(
		x, y,
		valid_addr, addr, data,
		char_addr, char_data,
		rgb
	);
parameter pos_x = 0;
parameter pos_y = 0;
parameter x_width = 10;
parameter y_width = 10;
parameter rows = 1;
parameter cols = 1;
parameter even_row_even_col_fg	= 7;		 
parameter even_row_odd_col_fg		= 7;		 
parameter odd_row_even_col_fg		= 7;		 
parameter odd_row_odd_col_fg		= 7;		 
parameter even_row_even_col_bg	= 0;		 
parameter even_row_odd_col_bg		= 0;		 
parameter odd_row_even_col_bg		= 0;		 
parameter odd_row_odd_col_bg		= 0;		 
parameter addr_width = 16;
parameter data_width = 16;
parameter data_delay = 1;
parameter char_rows = 8;
parameter char_cols = 8;
parameter char_row_width = 3;
parameter char_col_width = 3;
parameter char_delay = 1;
parameter word_rows = char_rows;
parameter word_cols = (data_width / 4) * char_cols;
parameter char_addr_width = char_row_width + 8;
input	[x_width-1 : 0]			x;
input	[y_width-1 : 0]			y;
output								valid_addr;
output[addr_width-1 : 0]		addr;
input	[data_width-1 : 0]		data;
output[char_addr_width-1 : 0]	char_addr;
input	[0 : char_cols-1]			char_data;
output[2 : 0]						rgb;
wire[x_width-1 : 0]				area_x_data, area_x_char, area_x_rgb, col_data, col_char, col_rgb;
wire[y_width-1 : 0]				area_y, row;
wire									active_data, active_char, active_rgb;
wire[(data_width / 4)-1 : 0]	nibble_idx;
wire[3 : 0]							nibble;
wire[7 : 0]							char;
wire[char_row_width-1 : 0]		char_row;
wire[char_col_width-1 : 0]		char_col;
wire[char_addr_width-1 : 0]	char_addr;
wire[2:0]							foreground[3:0];
wire[2:0]							background[3:0];
assign foreground[0] = even_row_even_col_fg;
assign foreground[1] = even_row_odd_col_fg;
assign foreground[2] = odd_row_even_col_fg;
assign foreground[3] = odd_row_odd_col_fg;
assign background[0] = even_row_even_col_bg;
assign background[1] = even_row_odd_col_bg;
assign background[2] = odd_row_even_col_bg;
assign background[3] = odd_row_odd_col_bg;
assign area_x_data = x - pos_x;
assign area_x_char = area_x_data - data_delay;
assign area_x_rgb = area_x_char - char_delay;
assign area_y = y - pos_y;
assign col_data = area_x_data / word_cols;
assign col_char = area_x_char / word_cols;
assign col_rgb = area_x_rgb / word_cols;
assign row = area_y / word_rows;
assign active_data = (col_data >= 0) && (col_data < cols) && (row >= 0) && (row < rows);
assign active_char = (col_char >= 0) && (col_char < cols) && (row >= 0) && (row < rows);
assign active_rgb = (col_rgb >= 0) && (col_rgb < cols) && (row >= 0) && (row < rows);
assign valid_addr = active_data;
assign addr = active_data ? (row * cols + col_data) : 0;
assign nibble_idx = ((data_width / 4) - 1) - (area_x_char % word_cols) / char_cols;
assign nibble = {	data[{nibble_idx, 2'h3}],
						data[{nibble_idx, 2'h2}],
						data[{nibble_idx, 2'h1}],
						data[{nibble_idx, 2'h0}]};
assign char = nibble < 10 ? (nibble + 8'h30) : (nibble - 10 + 8'h61);
assign char_col = area_x_rgb % char_cols;
assign char_row = area_y % char_rows;
assign char_addr = active_char ? (char * char_cols + char_row) : 0;
assign rgb = active_rgb ? (char_data[char_col] ? foreground[{row[0], col_rgb[0]}] : background[{row[0], col_rgb[0]}]) : 0;
endmodule
File: design/flow/run.sh
#!/bin/bash
# OpenROAD 26Q1-2900-gdf79404cd8, Yosys 0.63+post, stock flow scripts
make -C /OpenROAD-flow-scripts/flow DESIGN_CONFIG=/design/flow/config.mk WORK_HOME=/design/flow/orfs finish
File: design/flow/config.mk
export PLATFORM = sky130hd
export DESIGN_NAME = hex_display
export DESIGN_NICKNAME = hex_display
export VERILOG_FILES = /design/flow/design.v
export SDC_FILE = /design/flow/constraint.sdc
export NUM_CORES = 4
export LEC_CHECK = 1
export CORE_AREA = 10 10 70 70
export DIE_AREA = 0 0 80 80
File: design/flow/constraint.sdc
current_design hex_display

set clk_period 3.3
set clk_io_pct 0.2

create_clock -name clk0 -period $clk_period

set non_clock_inputs [all_inputs -no_clocks]
set_input_delay [expr $clk_period * $clk_io_pct] -clock clk0 $non_clock_inputs
set_output_delay [expr $clk_period * $clk_io_pct] -clock clk0 [all_outputs]
==> reports/metrics.cfg <==
[status]
status = finished, violations left
violations = negative setup slack

[die]
die.size.y_um = 80
core_region_area_um2 = 3420
die_area_um2 = 6400
io-pin-count = 75
rows = 21
die_x_um = 80
initCoreUtil_pct = 30.8

[layout]
clockBufferCount = 0
seq_area_um2 = 0
syn2layout_area_growth_pct = 129
fillers = 239
drive_gt1_share_pct = 48.3
final_layout_top_logic_cells = buf_4, clkdlybuf4s50_1, buf_6
ff_count = 0
final_util_pct = 70.5
final_common_cell = buf_4

[synthesis]
netlist_area_um2 = 1050
syn_avg_cell_area_um2 = 7.63
postSynthSeqShare_pct = 0
synth_cell_types = 43
syn_inst = 138
topCellsByArea = ha_1, buf_4, mux4_2
top_cell_area_share_pct = 13.1
synth_top_cell_by_area = ha_1
ys_chip_area_um2 = 1050
synth_warnings = 1
yosys_cells = 138

[sta]
setup_viol_count_final = 11
finalHoldViolCount = 0
timing.fmax_mhz = 252
rsz0062_at_grt = true
fin_ws_ns = -0.673
maxSlewViolCount = 0
period_used_pct = 120
setup_tns_ns = -3.67
period_needed_ns = 3.97

[setup_path]
cp_max_fo = 3
arrival_ns = 3.31
setup.worst_path.end_class = output port
cp-start-kind = input port
required_ns = 2.64
crit_type = input port to output port

[global_routing]
grt_max_degree = 9
grt_overflow = 0
grt_pass1_vias = 1411
antenna_found_initial = 0
grt_pass1_wl_um = 6730
grt_usage_pct = 12.3

[run]
tool_warnings = 36
maxCapViolCount = 0

[placed_design]
port_buffers = 64
dpl.hpwl_um = 3370
place.gp.congestion = 0.983

[route]
wirelength_um = 4210
drt_pass1_iterations = 4
via_per_inst = 4.63
route.detailed.drc = 0
vias = 1412
antenna_cells = 0
drt_iter0_drc = 59
avgRoutedWirePerCell_um = 13.8
drtAntennaViolNets = 0

[power]
irDropWorstVdd_mv = 0.0817
leakage_uw = 0.00117
p_per_area_nw_per_um2 = 152

[hold_path]
hold_class = input port to output port

-- logic make-up (layout without fill, tap and decap cells) --
kind of cell	Yosys count	after routing	share of synthesized area, %
compound gates	27	27	16.3
xor+xnor	8	8	7.37
mux	7	7	13.6
simple gates	57	57	32.7
buf+inv	26	137	14.7
other cells	1	11	0.356
fa+ha+maj	12	12	15.0
-- path summary, 6_finish.rpt --
path	from	endpoint	slack, ns	depth (start not counted)
setup / recovery	x[2]	char_addr[6]	-0.67	14
hold / removal	x[4]	rgb[0]	1.92	6
-- stage by stage --
step	hold WS, ns	instance area (um^2)	setup WS [ns]	total power [uW]	std cells
after global placement	2.20	2090	-1.56	276	287
after detailed placement	2.21	2090	-1.62	280	287
after CTS	1.95	2300	-0.691	346	299
final	1.92	2410	-0.673	367	305
after floorplan	1.37	1180	-0.442	147	148
after global routing	1.98	2410	-0.818	397	305
-- synthesized netlist by cell type, drive strengths merged, types with 2 or more instances --
| cell | number |
|---|---|
| a21o | 3 |
| a21oi | 12 |
| a31oi | 2 |
| and2 | 4 |
| buf | 15 |
| ha | 11 |
| inv | 11 |
| mux2 | 2 |
| mux4 | 5 |
| nand2 | 10 |
| nand2b | 3 |
| nand3 | 4 |
| nand3b | 2 |
| nor2 | 9 |
| nor2b | 2 |
| nor3 | 4 |
| nor4 | 3 |
| o211ai | 4 |
| o21ai | 3 |
| or3 | 6 |
| or4 | 2 |
| or4b | 2 |
| xnor2 | 4 |
| xor2 | 4 |
-- report_power, final --
part	leakage, uW	switching, uW	internal, uW	total, uW
clock network	0	0	0	0
logic	0.00117	141	226	367
registers	0	0	0	0
-- metal layers --
layer	wire length, um	GRT usage (%)	vias up
met2	2200	22.6	26
met3	184	0.909	0
met4	0	0.528	0
li1	-	-	728
met5	0	0	-
met1	1830	15.9	658
-- critical path, stage by stage --
cell and delay [ns]:
buf_12 0.11, inv_12 0.04, ha_4 0.12, or2b_4 0.29, xnor2_4 0.20, mux4_2 0.55
inv_2 0.10, ha_4 0.15, inv_4 0.04, ha_4 0.20, or3_1 0.34, mux2_4 0.26
a31oi_1 0.13, buf_2 0.12
-- what timing repair did --
item / CTS / global route
endpoints found under the setup margin: 20 / 18
setup buffers: 12 / 7
resized: 83 / 31
pin swaps: 28 / 18
hold buffers: 0 / 0
-- final cells by class --
class | instances | area, um^2 | area share (%)
well taps | 46 | 57.6 | 2.39
inverters | 11 | 68.8 | 2.86
repair buffers | 126 | 1150 | 47.6
multi-input cells | 122 | 1140 | 47.1
Power figures rest on the tool's default switching activity, not on a simulated workload.
