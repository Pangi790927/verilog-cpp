[design.v]
`timescale 1ns / 1ps
module lcd(
        clk,
        oe,
        we,
        port,
        in,
        out,
        lcd_clk,
        lcd_data,
        lcd_en,
        lcd_rs,
        lcd_rw,
        lcd_ce
    );
parameter word_width        = 16;
parameter port_width        = 8;
input                       clk;
input                       oe;
input                       we;
input [port_width-1 : 0]    port;
input [word_width-1 : 0]    in;
output[word_width-1 : 0]    out;
input                       lcd_clk;
output[3:0]                 lcd_data;
output                      lcd_en;
output                      lcd_rs;
output                      lcd_rw;
output                      lcd_ce;
reg [7 : 0] data[2*16 : 0];              
wire [2*8*16-1 : 0] display;
assign display[ 0*8 + 7 :  0*8] = data[ 0];
assign display[ 1*8 + 7 :  1*8] = data[ 1];
assign display[ 2*8 + 7 :  2*8] = data[ 2];
assign display[ 3*8 + 7 :  3*8] = data[ 3];
assign display[ 4*8 + 7 :  4*8] = data[ 4];
assign display[ 5*8 + 7 :  5*8] = data[ 5];
assign display[ 6*8 + 7 :  6*8] = data[ 6];
assign display[ 7*8 + 7 :  7*8] = data[ 7];
assign display[ 8*8 + 7 :  8*8] = data[ 8];
assign display[ 9*8 + 7 :  9*8] = data[ 9];
assign display[10*8 + 7 : 10*8] = data[10];
assign display[11*8 + 7 : 11*8] = data[11];
assign display[12*8 + 7 : 12*8] = data[12];
assign display[13*8 + 7 : 13*8] = data[13];
assign display[14*8 + 7 : 14*8] = data[14];
assign display[15*8 + 7 : 15*8] = data[15];
assign display[16*8 + 7 : 16*8] = data[16];
assign display[17*8 + 7 : 17*8] = data[17];
assign display[18*8 + 7 : 18*8] = data[18];
assign display[19*8 + 7 : 19*8] = data[19];
assign display[20*8 + 7 : 20*8] = data[20];
assign display[21*8 + 7 : 21*8] = data[21];
assign display[22*8 + 7 : 22*8] = data[22];
assign display[23*8 + 7 : 23*8] = data[23];
assign display[24*8 + 7 : 24*8] = data[24];
assign display[25*8 + 7 : 25*8] = data[25];
assign display[26*8 + 7 : 26*8] = data[26];
assign display[27*8 + 7 : 27*8] = data[27];
assign display[28*8 + 7 : 28*8] = data[28];
assign display[29*8 + 7 : 29*8] = data[29];
assign display[30*8 + 7 : 30*8] = data[30];
assign display[31*8 + 7 : 31*8] = data[31];
lcd_display lcd_display(lcd_data, lcd_en, lcd_rs, lcd_rw, lcd_ce, display, lcd_clk);
endmodule
`timescale 1ns / 1ps
module lcd_display(
    output reg [3:0] sf_d,   
    output reg lcd_e,        
    output reg lcd_rs,       
    output reg lcd_rw,       
    output reg sf_ce0,       
    input [2*8*16-1 : 0] display_in,
    input clk);
reg[3:0] column = 0;
wire[7:0] display[31:0];
reg[7:0] state = 0;
reg[7:0] after_write_state = 0;
reg[19:0] counter = 0; 	     
reg reset_counter = 0;       
reg[7:0] data;               
reg[17:0] no_cycles;         
assign display[ 0] = display_in[ 0*8+7 :  0*8];
assign display[ 1] = display_in[ 1*8+7 :  1*8];
assign display[ 2] = display_in[ 2*8+7 :  2*8];
assign display[ 3] = display_in[ 3*8+7 :  3*8];
assign display[ 4] = display_in[ 4*8+7 :  4*8];
assign display[ 5] = display_in[ 5*8+7 :  5*8];
assign display[ 6] = display_in[ 6*8+7 :  6*8];
assign display[ 7] = display_in[ 7*8+7 :  7*8];
assign display[ 8] = display_in[ 8*8+7 :  8*8];
assign display[ 9] = display_in[ 9*8+7 :  9*8];
assign display[10] = display_in[10*8+7 : 10*8];
assign display[11] = display_in[11*8+7 : 11*8];
assign display[12] = display_in[12*8+7 : 12*8];
assign display[13] = display_in[13*8+7 : 13*8];
assign display[14] = display_in[14*8+7 : 14*8];
assign display[15] = display_in[15*8+7 : 15*8];
assign display[16] = display_in[16*8+7 : 16*8];
assign display[17] = display_in[17*8+7 : 17*8];
assign display[18] = display_in[18*8+7 : 18*8];
assign display[19] = display_in[19*8+7 : 19*8];
assign display[20] = display_in[20*8+7 : 20*8];
assign display[21] = display_in[21*8+7 : 21*8];
assign display[22] = display_in[22*8+7 : 22*8];
assign display[23] = display_in[23*8+7 : 23*8];
assign display[24] = display_in[24*8+7 : 24*8];
assign display[25] = display_in[25*8+7 : 25*8];
assign display[26] = display_in[26*8+7 : 26*8];
assign display[27] = display_in[27*8+7 : 27*8];
assign display[28] = display_in[28*8+7 : 28*8];
assign display[29] = display_in[29*8+7 : 29*8];
assign display[30] = display_in[30*8+7 : 30*8];
assign display[31] = display_in[31*8+7 : 31*8];
always @(posedge clk) begin
    sf_ce0 <= 1;
    if (reset_counter) begin
        counter <= 0;
        reset_counter <= 0;
    end
    else
        counter <= counter + 1;
    case (state)
        0: begin 	 
            lcd_rs <= 0;
            lcd_e <= 0;
            lcd_rw <= 0;
            if (counter == 750000) begin
                    state <= 1;
                    reset_counter <= 1;
            end
            else
                state <= 0;
        end
        1: begin 	 
            sf_d <= 4'h3;
            if (counter < 12) lcd_e <= 1;
            else	lcd_e <= 0;
            if (counter == 220_000)	begin
                    state <= 2;
                    reset_counter <= 1;
            end
            else  state <= 1;
        end
        2: begin      
            sf_d <= 4'h3;
            if (counter < 12) lcd_e <= 1;
            else	lcd_e <= 0;
            if (counter == 5020) begin
                state <= 3;
                reset_counter <= 1;
            end
            else state <= 2;
        end
        3: begin      
            sf_d <= 4'h3;
            if (counter < 12) lcd_e <= 1;
            else	lcd_e <= 0;
            if (counter == 2020) begin
                state <= 4;
                reset_counter <= 1;
            end
            else state <= 3;
        end
        4: begin      
            sf_d <= 4'h2;
            if (counter < 12) lcd_e <= 1;
            else	lcd_e <= 0;
            if (counter == 2020) begin
                state <= 5;
                reset_counter <= 1;
            end
            else state <= 4;
        end
        5: begin
            data <= 8'h28;       
            no_cycles <= 2000;
            lcd_rs <= 0;
            state <= 13;
            after_write_state <= 6;
        end
        6: begin
            data <= 8'h06;       
            no_cycles <= 2000;
            lcd_rs <= 0;
            state <= 13;
            after_write_state <= 7;
        end
        7: begin
            data <= 8'h0c;       
            no_cycles <= 2000;
            lcd_rs <= 0;
            state <= 13;
            after_write_state <= 8;
        end
        8: begin
            data <= 8'h01;       
            no_cycles <= 100_000;
            lcd_rs <= 0;
            state <= 13;
            after_write_state <= 9;
        end
        9: begin
            data <= {1'b1, 7'h00};
            no_cycles <= 2_000;
            lcd_rs <= 0;
            state <= 13;
            column <= 0;
            after_write_state <= 10;
        end
        10: begin
            data <= display[0 + column];
            no_cycles <= 2_000;
            lcd_rs <= 1;
            state <= 13;
            column <= column + 1;
            if(column == 15)
                after_write_state <= 11;
            else
                after_write_state <= 10;
        end
        11: begin
            data <= {1'b1, 7'h40};
            no_cycles <= 2_000;
            lcd_rs <= 0;
            state <= 13;
            column <= 0;
            after_write_state <= 12;
        end
        12: begin
            data <= display[16 + column];
            no_cycles <= 2_000;
            lcd_rs <= 1;
            state <= 13;
            column <= column + 1;
            if(column == 15)
                after_write_state <= 9;
            else
                after_write_state <= 12;
        end
        13: begin
            lcd_e <= 0;
            sf_d <= data[7:4];
            state <= 15;
            reset_counter <= 1;
        end
        15: begin
            lcd_e <= 0;
            if (counter == 2) begin
                state <= 17;
                reset_counter <= 1;
            end
            else state <= 15;
        end
        17: begin
            lcd_e <= 1;
            if (counter == 12) begin
                state <= 14;
                reset_counter <= 1;
            end
            else state <= 17;
        end
        14: begin
            sf_d <= data[3:0];
            lcd_e <= 0;
            if (counter == 51) begin
                state <= 16;
                reset_counter <= 1;
            end
            else state <= 14;
        end
        16: begin
            lcd_e <= 0;
            if (counter == 2) begin
                state <= 18;
                reset_counter <= 1;
            end
            else state <= 16;
        end
        18: begin
            lcd_e <= 1;
            if (counter == 12) begin
                state <= 19;
                reset_counter <= 1;
            end
            else state <= 18;
        end
        19: begin
            lcd_e <= 0;
            if (counter == (1 + no_cycles)) begin
                state <= after_write_state;
                reset_counter <= 1;
            end
            else state <= 19;
        end
        default: begin                   
            after_write_state <= 0;
            state <= 0;
            data <= 0;
            no_cycles <= 0;
        end
    endcase
end
endmodule
[run.sh]
#!/bin/bash
# OpenROAD 26Q1-2900-gdf79404cd8, Yosys 0.63+post, stock flow scripts
make -C /OpenROAD-flow-scripts/flow DESIGN_CONFIG=/design/flow/config.mk WORK_HOME=/design/flow/orfs finish
[config.mk]
export PLATFORM = sky130hd
export DESIGN_NAME = lcd
export DESIGN_NICKNAME = lcd
export VERILOG_FILES = /design/flow/design.v
export SDC_FILE = /design/flow/constraint.sdc
export NUM_CORES = 4
export LEC_CHECK = 1
export CORE_UTILIZATION = 40
[constraint.sdc]
current_design lcd

set clk_period 3.1
set clk_io_pct 0.2

create_clock -name clk0 -period $clk_period [get_ports {lcd_clk}]

set non_clock_inputs [all_inputs -no_clocks]
set_input_delay [expr $clk_period * $clk_io_pct] -clock clk0 $non_clock_inputs
set_output_delay [expr $clk_period * $clk_io_pct] -clock clk0 [all_outputs]
==> CHANGELOG.md <==
### Changed

* Post-Syn Area at around 0.0032 sq mm
* Hold Path Depth at 1
* Setup slack, reg-to-reg at 0.77 ns
* Hold crit path type: register to register
* Final setup fails at 0
* Crit path largest cell delay at 0.60 ns
* Unrepaired setup endpoints after global routing: no
* Pwr/cell area at roughly 340 mW/mm^2
* Average size of a mapped cell at approximately 8.5 sq um
* Routed wire length per instance at 15.4 um
* DRC violations left at 0
* Synth async-reset ratio at 0%
* Flop area at 0.00121 sq mm
* Post-Syn Instances at 372
* Commonest Layout Cell: nor2_1
* R2r endpoint: lcd_display.state[4]
* RR Startpoint: lcd_display.counter[0]
* Fin. max-slew vios at 0
* Final weighted congestion in routability-driven placement at 0.920
* Gate Area at 0.00174 sq mm
* CTS tree: built
* Clock root buffer: clkbuf_8
* Min-delay src: lcd_display.after_write_state[3]
* First-pass GRT wire length at 11800 um
* Setup WS post-layout at 0.766 ns
* Fin util at a little over two fifths
* Largest net degree at the start of global routing at 25
* Cell depth of the worst flop-to-flop path at 6
* Max clock buf depth at 2
* Post-cts sizing count at 0
* Via density at between 5 and 6
* Worst-margin pin slew at slightly below 0.9 ns
* Slew headroom at 41.6%
* Clock H-tree levels at 2
* Yosys reg bits at 50
* CTS Buf Count at 5
* Area grow syn2layout at 3.89%
* Antenna viol nets, final at 0
* Hold_buf cts at 0
* Netlist cell types at 65
* Die area at between 0.008 and 0.009 sq mm
* Main flop type: dfxtp_1
* Die height at 91.2 um
* Synth Warn # at 17
* Setup_tns at 0 ns
* N_diodes at 0
* Setup bufs post-CTS at 0
* Layout cells sized above 1 at 5.83%
* Dpl hpwl at 5100 um
* Clk latency of the worst-skew pair at 0.31 ns
* Initial antenna violation count at 0
* Most frequent cells in the layout: nor2_1 (41), nand2_1 (34), dfxtp_1 (29)
* Critical-path top delay cell: a2111oi_1
* All-Layer GR Usage at 18.4%
* Clock transition at path regs at around 0.090 ns
* Final WL at 7140 um
* Worst setup EP type: register
* Yosys Chip Area at 0.00318 sq mm
* EDFF count, synth at 21
* Clock Skew at about 0.0044 ns
* Status: finished clean
* Yosys stat cell total at approximately 370
* Final min period at 2.33 ns
* CP Data Arrival Time at roughly 2.5 ns
* Worst EP required at 3.29 ns
* Seq/Total Area, Yosys at 38.1%
* Die X at between 90 and 100 um
* Fin crit share at 75.3%
* Worst hold endpoint: lcd_display.state[3]
* Max Cap Viol at 0
* Tally of buffers added on design ports at 6
* Number of I/O pins at 52
* Clock tree sinks at about 50
* Max Clk Rate at approximately 430 MHz
* OpenROAD warning count at 55
* Vias at 2587
* Cell Rows at 32
* Worst-path cell chain: ha_1 -> or3b_2 -> a2111oi_1 -> nand2_1 -> o31ai_1 -> o21ai_1
* Total grt overflow at 0
* Final hold vios at 0
* Setup CP Type: register to register
* Core area at 0.00773 sq mm
* Startpoint types: register
* Iteration tally of the first detailed-router pass at 5
* Fp_density at between 40% and 50%
* # fillers at just under 800
* Vias in the first global route at ~2300
* Leak pwr at about 1.2 nW
* Worst-path maximum fanout at 8
* Pre-CTS setup slack at 0.859 ns
* Initial DRC Count at 284
* Peak supply drop at 262 uV
[sequential cells by signal, summed over array words and instances (netlist names), named ones only]
signal,count
lcd_display.lcd_rs,1
lcd_display.data,7
lcd_display.reset_counter,1
lcd_display.state,5
lcd_display.after_write_state,4
lcd_display.lcd_e,1
lcd_display.sf_d,4
lcd_display.counter,20
lcd_display.column,4
lcd_display.no_cycles,2
[worst max path at each step]
stage / startpoint / end / slack, ns / depth (start not counted)
after CTS: lcd_display.counter[0] / lcd_display.state[0] / 0.84 / 7
final: lcd_display.counter[0] / lcd_display.state[4] / 0.77 / 6
after global routing: lcd_display.counter[0] / lcd_display.reset_counter / 0.62 / 7
[Yosys cell counts, types with 3 or more instances]
cell type	instances	share of area [%]
xnor2_1	5	1.4
nand2b_1	3	0.59
inv_1	8	0.94
nor4bb_1	5	1.6
and2_1	5	0.98
nand4_1	12	2.4
nor2_1	41	4.8
or2_1	3	0.59
nor4_1	5	0.98
nand3_1	20	3.1
o21ai_0	9	1.4
buf_4	18	4.2
dfxtp_1	29	18
or4_1	3	0.71
nand2_1	34	4.0
buf_2	9	1.4
and4_1	4	1.1
and3_1	3	0.59
nor3b_1	5	1.2
o21ai_1	4	0.63
nor2b_1	9	1.8
nor3_1	12	1.9
a21oi_1	8	1.3
a22oi_1	4	0.94
edfxtp_1	21	20
or3_1	4	0.79
ha_1	5	2.0
clkbuf_1	17	2.0
xor2_1	16	4.4
[metrics by stage]
| step | hold slack (ns) | cells | power, mW | area (sq um) |
|---|---|---|---|---|
| after CTS | 0.471 | 462 | 1.15 | 3300 |
| after floorplan | 0.419 | 388 | 0.711 | 3240 |
| after global placement | 0.435 | 454 | 0.695 | 3200 |
| after detailed placement | 0.445 | 454 | 0.695 | 3200 |
| final | 0.465 | 462 | 1.14 | 3300 |
| after global routing | 0.497 | 462 | 1.17 | 3300 |
[metal layers]
metal	wire length, um	share of wire (%)	track usage [%]
met4	166	2.3	3.57
met2	3070	43	26.6
met5	0	0	0
met3	350	4.9	3.32
met1	3550	50	29.8
[where the power goes]
| group | internal [mW] | leakage (nW) | switching, mW |
|---|---|---|---|
| combinational | 0 | 0.682 | 0.000383 |
| clock | 0.238 | 0.0579 | 0.219 |
| sequential | 0.679 | 0.478 | 0 |
[final cells by class]
type,instances,area share (%)
Clock inverter,3,1.21
Inverter,8,0.909
Multi-Input combinational cell,285,52.8
Timing Repair Buffer,9,2.50
Clock buffer,5,2.08
Sequential cell,50,36.7
Tap cell,102,3.86
[logic make-up after synthesis]
family                   Yosys count  share of synthesized area (%)
adder cells (fa/ha/maj)            5                           1.97
flip-flops                        50                           38.1
AND/OR/NAND/NOR                  187                           32.9
AND-OR/OR-AND                     52                           11.4
other                              2                          0.236
XOR/XNOR                          21                           5.78
buffers and inverters             53                           8.97
multiplexers                       2                          0.669
[worst max-delay path, delay by kind of cell (launching register included)]
family	cells	cell delay (ns)
compound gates	3	0.98
fa+ha+maj	1	0.20
flops	1	0.48
simple gates	2	0.56
No activity file was given, so power comes from the tool's default toggle rates.
